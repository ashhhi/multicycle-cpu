[design/flow/config.mk]
export PLATFORM = sky130hd
export DESIGN_NAME = DataMem
export DESIGN_NICKNAME = DataMem
export VERILOG_FILES = /design/flow/design.v
export SDC_FILE = /design/flow/constraint.sdc
export NUM_CORES = 4
export LEC_CHECK = 1
export CORE_UTILIZATION = 40
[design/flow/constraint.sdc]
current_design DataMem

set clk_period 6.0
set clk_io_pct 0.2

create_clock -name clk0 -period $clk_period [get_ports {MEM_clk}]

set non_clock_inputs [all_inputs -no_clocks]
set_input_delay [expr $clk_period * $clk_io_pct] -clock clk0 $non_clock_inputs
set_output_delay [expr $clk_period * $clk_io_pct] -clock clk0 [all_outputs]
[design/flow/design.v]
`timescale 1ns / 1ps
module DataMem(
MEM_clk,WrEn,Adr,DataIn,
DataOut
    );
    input MEM_clk;
    input WrEn;
    input [31:0] Adr;
    input [31:0] DataIn;
    output reg [31:0] DataOut;
    reg [31:0] memory[0:31];
    integer i;
    initial
    begin
        for(i=0;i<32;i=i+1)
            memory[i]<=0;
    end
    always@ (posedge MEM_clk)
    begin
        if(WrEn==0)
            DataOut=memory[Adr];
        else
            memory[Adr]=DataIn;
    end
endmodule
[design/flow/run.sh]
#!/bin/bash
# OpenROAD 26Q1-2900-gdf79404cd8, Yosys 0.63+post, stock flow scripts
make -C /OpenROAD-flow-scripts/flow DESIGN_CONFIG=/design/flow/config.mk WORK_HOME=/design/flow/orfs finish
==> results_dict.tcl <==
# place-and-route summary
set metrics [dict create \
    total_power_mw 15.7 \
    grt_max_degree 98 \
    syn_avg_cell_area_um2 19.0 \
    min_period_ns 3.99 \
    skew_ns 0.0263 \
    path_cells "clkdlybuf4s50_1 -> nand3_1 -> nor2_4 -> buf_4" \
    dominantRegCellSynth "edfxtp_1" \
    placed_cell_area_mm2 0.0428 \
    gp_congestion 0.812 \
    synth-edff-count 1056 \
    core_area_mm2 0.0989 \
    ir_drop_uv 334 \
    die_h_um 319 \
    fp_util_pct 40.5 \
    grt_pass1_wl_um 136000 \
    clock-root-buffer "clkbuf_16" \
    worst_pin_slew_ns 1.08 \
    drive_gt1_share_pct 12.5 \
    synth_warnings 1 \
    syn_to_final_growth_pct 15.9 \
    rows 115 \
    cp-start-kind "primary input" \
    timing.fmax_mhz 251 \
    ys_async_sr_fraction_pct 0 \
    ctsHoldBuffers 0 \
    postSynthSeqShare_pct 79.1 \
    hold_violations 0 \
    die-area_mm2 0.101 \
    netlist_top_cells_count "1056 x edfxtp_1, 512 x mux2i_1, 255 x o22ai_1, 77 x buf_2, 64 x nor4_1" \
    htreeDepth 3 \
    route.detailed.drc 0 \
    cp-end-kind "register" \
    post-cts-setup-buffers 0 \
    via_per_inst 5.55 \
    cts_tree "done" \
    crit_required_ns 6.34 \
    cts_resized 0 \
    ys.flops 1056 \
    synth_top_cell_by_count "edfxtp_1" \
    cp_slowest_cell "nor2_4" \
    drt_pass1_iterations 5 \
    drv_slew 0 \
    clock_sinks 1056 \
    arrival_ns 4.33 \
    synth.area.top_cells "edfxtp_1 79%, mux2i_1 13%, o22ai_1 4.0%" \
    warning_count 53 \
    power_density_mw_per_mm2 339 \
    rsz0062_at_grt "false" \
    cp_slowest_stage_delay_ns 0.94 \
    hold_class "register to register" \
    path_max_fanout 20 \
    holdWs_ns 0.726 \
    slew_headroom_pct 28.1 \
    antenna_cells 0 \
    io_pins 98 \
    dp_hpwl_um 49400 \
    leakage_nw 15.8 \
    final_area_mm2 0.0464 \
    status "completed" \
    ys_types 24 \
    clkLatencyLatePin_ns 0.70 \
    nFillCells 7819 \
    grt_pass1_vias 21499 \
    grt_overflow 0 \
    place_ws_ns 1.45 \
    track_usage_pct 20.3 \
    clk_path_buf_depth 3 \
    syn-cell-area_mm2 0.0401 \
    ys_chip_area_mm2 0.0401 \
    routed_wl_um 93100 \
    ys_cells 2108 \
    path_class "primary input to register" \
    wl_per_cell_um 25.7 \
    first_iter_violations 1082 \
    drv_cap 0 \
    antenna_found_initial 2 \
    top_area_cell "edfxtp_1" \
    cts_buffers 104 \
    period_used_pct 66.5 \
    ant_nets 0 \
    setup_violations 0 \
    dieWidth_um 319 \
    num_vias 20096 \
    netlist_instances 2108 \
    portBuffers 70 \
    tns_ns 0 \
    yosysTopAreaCellShare_pct 79.1 \
    path_clk_slew_ns 0.06 \
    final.setup.worst_slack_ns 2.01 \
]
## layout make-up
| type | count | area, µm² | share of cell area, % |
|---|---|---|---|
| clock inverter | 64 | 955 | 2.06 |
| clock buffer | 126 | 2710 | 5.83 |
| sequential | 1056 | 31700 | 68.3 |
| tap | 1287 | 1610 | 3.47 |
| inverter | 1 | 3.75 | 0.00808 |
| multi-input combinational | 925 | 7890 | 17.0 |
| timing repair buffer | 163 | 1550 | 3.35 |
## stage by stage
| step | util, % | cells |
|---|---|---|
| finish | 47.0 | 3622 |
| global route | 47.0 | 3622 |
| CTS | 47.0 | 3622 |
| detailed placement | 43.3 | 3432 |
| global placement | 43.3 | 3432 |
| floorplan | - | 2108 |
## power breakdown
| group | switching (mW) | internal, mW | leakage (nW) |
|---|---|---|---|
| Clock | 2.69 | 4.13 | 1.75 |
| Combinational | 0.410 | 0.246 | 4.51 |
| Sequential | 0.0248 | 8.24 | 9.55 |
## critical path: cells and delay by family
| family | cells | cell delay (ns) |
|---|---|---|
| AND/OR/NAND/NOR | 2 | 1.74 |
| buffers and inverters | 2 | 1.36 |
## metal layers
metal	up-vias	global-route usage, %	part of all wire, %
met5	-	1.51	0.23
met4	8	3.67	2.0
met3	129	17.2	19
met2	1349	29.2	46
met1	9697	23.8	33
li1	8913	-	-
## state kept, by name, indices dropped and copies added, names as in the netlist
| register | flops |
|---|---|
| memory | 1024 |
| DataOut | 32 |
## layout by cell type, fill, tap and decap left out, types with 6 or more instances in the layout
master,instances
buf_12,12
buf_4,81
bufinv_16,21
clkbuf_1,21
clkbuf_16,105
clkdlybuf4s50_1,69
clkinv_1,16
clkinv_2,12
clkinvlp_4,8
edfxtp_1,1056
mux2i_1,512
nand2_1,34
nand4bb_2,6
nor2_4,28
nor4_1,64
o22ai_1,255
## final timing paths
check                                         startpoint                       to  slack, ns  cells past startpoint
worst max-delay path                              Adr[0]  memory[7][17]$_DFFE_PP_       2.01                      4
worst min-delay path            memory[28][11]$_DFFE_PP_    DataOut[11]$_DFFE_PN_       0.73                      4
worst max register to register  memory[27][21]$_DFFE_PP_    DataOut[21]$_DFFE_PN_       4.22                      4
worst min register to register  memory[28][11]$_DFFE_PP_    DataOut[11]$_DFFE_PN_       0.73                      4
## cell families (layout without fill, tap and decap cells)
group	after synthesis	after routing	share of synthesized area, %
flops	1056	1056	79.1
mux	512	512	12.8
simple gates	157	157	2.23
buf+inv	127	354	1.82
compound gates	256	256	4.01
Power figures rest on the tool's default switching activity, not on a simulated workload.
