### design/flow/run.sh
#!/bin/bash
# OpenROAD 26Q1-2900-gdf79404cd8, Yosys 0.63+post, stock flow scripts
make -C /OpenROAD-flow-scripts/flow DESIGN_CONFIG=/design/flow/config.mk WORK_HOME=/design/flow/orfs finish
### design/flow/config.mk
export PLATFORM = sky130hd
export DESIGN_NAME = ALU32
export DESIGN_NICKNAME = ALU32
export VERILOG_FILES = /design/flow/design.v
export SDC_FILE = /design/flow/constraint.sdc
export NUM_CORES = 4
export LEC_CHECK = 1
export CORE_UTILIZATION = 50
### design/flow/constraint.sdc
current_design ALU32

set clk_period 17.4
set clk_io_pct 0.2

create_clock -name clk0 -period $clk_period [get_ports {ALU_clk}]

set non_clock_inputs [all_inputs -no_clocks]
set_input_delay [expr $clk_period * $clk_io_pct] -clock clk0 $non_clock_inputs
set_output_delay [expr $clk_period * $clk_io_pct] -clock clk0 [all_outputs]
### design/flow/design.v
`timescale 1ns / 1ps
module ALU32(
ALU_clk,ALUctr,in0,in1,
carryout,overflow,zero,out
    );
    input ALU_clk;
    input [31:0] in0,in1;
    input [2:0] ALUctr; 
    output reg[31:0] out;
    output reg carryout,overflow,zero;
always@(posedge ALU_clk)
begin
    case(ALUctr)
        3'b000:
            begin
            {carryout,out}=in0+in1;
            zero=(out==0)?1:0;
            overflow=0;
            end
        3'b001:
            begin
            out=in0+in1;
            overflow=((in0[31]==in1[31])&&(~out[31]==in0[31]))?1:0;
            zero=(out==0)?1:0;
            carryout=0;
            end
        3'b010:
            begin
            out=in0|in1;
            zero=(out==0)?1:0;
            carryout=0;
            overflow=0;
            end
        3'b100:
            begin
            {carryout,out}=in0-in1;
            zero=(out==0)?1:0;
            overflow=0;
            end
        3'b101:
            begin
            out=in0-in1;
            overflow=((in0[31]==0&&in1[31]==1&&out[31]==1)||(in0[31]==1&&in1[31]==0&&out[31]==0))?1:0;
            zero=(in0==in1)?1:0;
            carryout=0;
            end
        3'b110:
            begin
                out=(in0<in1)?1:0;
                carryout=out;
                zero=(out==0)?1:0;
                overflow=0;
            end
        3'b111:
            begin                        
            if(in0[31]==1&&in1[31]==0)
                out=1;
            else if(in0[31]==0&&in1[31]==1)
                out=0;
            else 
                out=(in0<in1)?1:0;
           overflow=out; 
           zero=(out==0)?1:0;
           carryout=0;              
           end
    endcase
end
endmodule
==> results.toml <==
# implementation run metrics
[synth]
topCellsByArea = "ha_1 (18%), edfxtp_1 (16%), a21oi_1 (8.2%)"
netlist_area_um2 = 6680
ys_sh_xor = 0.07211
common_cells = "a21oi_1 (109), nor2_1 (106), ha_1 (97), inv_1 (97), xnor2_1 (49)"
ff_type = "edfxtp_1"
ys_sh_aoi = 0.2654
mux_share = 0.01667
yosys_cells = 900
synth_cell_type_count = 79
async_flop_share = 0
synth.avg_cell_area_um2 = 7.422
top_area_cell = "ha_1"
simple_gate_area_frac = 0.2120
yosysChipArea_um2 = 6680
ys_seq_share = 0.1573
synthTopLogicFamily = "AND-OR/OR-AND gates"
syn_inst = 900
synth-warning-count = 1
edf_count = 35
synth.most_common_cell = "a21oi_1"
adder_share = 0.1877
top_area_frac = 0.1817
ys.flops = 35

[routing]
wire_per_inst_um = 20.46
vias = 7115
drcViolationCount = 0
viasPerCell = 6.252
first_pass_iters = 6
ant_nets = 0
drt_iter0_drc = 721
routed_wirelength_um = 23290
diodes = 0

[cells_and_area]
layout-drive-gt1-share = 0.03830
instances_no_fill = 1138
syn_to_final_growth_pct = 17.96
n_fill_cell = 1066
final_core_util = 0.6144

[clocking]
cts_resized = 0
clockBufferDepth = 2
postCtsSetupRepairBufs = 0
cts_tree = "done"
clk_transition_reported_paths_ps = 50
ctsHtreeMaxLevel = 2
ctsRootBufferMaster = "clkbuf_16"
numCtsBuffers = 5
clkSinkCount = 35
postCtsHoldBufs = 0

[final_timing]
setup_ws_ps = 9498
setup_violations = 0
fin_crit_sh = 0.4541
timing.slew.headroom = 0.4582
fmax_mhz = 126.6
worstMarginPinSlew_ps = 805.3
rsz0062_at_grt = "false"
whs_ps = 3967
finalSetupTns_ps = 0
drv_slew = 0
finalHoldViolations = 0
period_needed_ps = 7902

[place]
dp.cells = 1131
dpl_worst_slack_ps = 9346
detailed_place_hpwl_um = 18940
gp_congestion = 1.005
port_buffers = 102

[setup_path]
critPathBufInv = 3
start_kind = "input pin"
crit_cells = 14
crit_type = "in -> reg"
max_stage_delay_ps = 550
slowest_stage = "or4_1"
worstSetupEndpointType = "flop"
arrival_ps = 8050
cp.required_ps = 17540
critPathLaunch = "in0[4]"
cp_max_fo = 9
cp-endpoint = "zero"
cp_cell_sequence = "clkdlybuf4s50_1 -> inv_1 -> ha_1 -> inv_1 -> o211ai_1 -> nor2_1 -> or3_1 -> nand2_1 -> xor2_1 -> or4_1 -> or4_1 -> or4b_1 -> nor4_1 -> a41o_1"
crit_family = "simple AND/OR/NAND/NOR gates"

[die]
die_w_um = 117.6
die_y_um = 117.6
pin_count = 103
rows = 41
initial_utilization = 0.5209
chip_area_um2 = 13830
core-area_um2 = 12820

[grt]
grt_pass1_vias = 6463
grt_overflow = 0
grt_pass1_wl_um = 36000
grt_max_degree = 56
track_usage = 0.3417
antenna_found_initial = 0

[flow_run]
drv_cap = 0
warnings = 91

[run_status]
status = "completed"

[pwr]
p_leak_uw = 0.003320
vdd_drop_max_v = 0.00004085
powerDensity_nw_per_um2 = 60.69

[min_path]
hold_path_class = "in -> reg"
[worst min-delay path by stage]
stage | start | endpoint | cells past startpoint
after CTS | ALUctr[2] | out[28] | 3
after global routing | ALUctr[2] | out[28] | 3
final | ALUctr[2] | out[28] | 3
[per-stage QoR]
| stage | power, uW | cell area [um^2] |
|---|---|---|
| 2_1_floorplan | 282.8 | 6680 |
| 3_3_place_gp | 388.3 | 7746 |
| 3_5_place_dp | 390.5 | 7746 |
| 4_1_cts | 471.5 | 7880 |
| 5_1_grt | 504.5 | 7880 |
| 6_report | 478.2 | 7880 |
[cell usage in the layout (no fill, tap or decap), types with 4 or more instances in the layout]
master,instances
clkdlybuf4s50_1,101
o32ai_1,7
nand2_1,37
a21o_1,12
nand4_1,18
a221oi_1,4
edfxtp_1,35
or4_1,9
nand3_1,20
a21oi_1,109
clkbuf_16,5
nor2_1,106
o211ai_1,8
nand2b_1,7
o31ai_1,10
a211oi_1,6
and3_1,4
nor2b_1,14
o22ai_1,21
a31oi_1,8
clkinv_1,4
nor3_1,22
buf_4,7
o21ai_0,22
o2111ai_1,5
o21a_1,5
mux2i_1,10
nor4_1,12
xor2_1,6
xnor2_1,49
ha_1,97
o21bai_1,13
or2_2,4
inv_1,97
or3_1,6
[area by class of cell]
class                           count  area, um^2  share of cell area
Clock inverter                      2       8.758            0.001111
Inverter                          100       375.4             0.04763
Clock buffer                        5       125.1             0.01588
Tap cell                          172       215.2             0.02731
Multi-Input combinational cell    715        5036              0.6391
Sequential cell                    35        1051              0.1334
Timing Repair Buffer              109        1069              0.1356
[kinds of logic after synthesis]
logic type | count (synthesis)
and+or+nand+nor | 280
AOI/OAI and AO/OA | 270
xor gates and xnor gates | 55
adders and majority gates | 99
muxes | 11
buffers and inverters | 150
DFF | 35
[layer usage]
layer / GRT usage / wire length [um] / part of all wire / up-vias
li1: - / - / - / 3378
met1: 0.5007 / 10200 / 0.44 / 3249
met2: 0.5096 / 9940 / 0.43 / 433
met3: 0.08745 / 2400 / 0.10 / 55
met4: 0.08654 / 748 / 0.032 / 0
met5: 0 / 0 / 0 / -
[report_power, final]
group	total, uW	internal (uW)	switching, uW
clock network	80.1	51.2	28.9
registers	116	112	3.95
logic	282	119	163
[sequential cells by signal, summed over array words and instances (netlist names)]
register  count
overflow      1
carryout      1
zero          1
out          32
Power and IR drop assume default switching activity.
