File: config.mk
export PLATFORM = sky130hd
export DESIGN_NAME = InstructionMem
export DESIGN_NICKNAME = InstructionMem
export VERILOG_FILES = /design/flow/design.v
export SDC_FILE = /design/flow/constraint.sdc
export NUM_CORES = 4
export LEC_CHECK = 1
export CORE_AREA = 10 10 109 109
export DIE_AREA = 0 0 119 119
File: design.v
`timescale 1ns / 1ps
module InstructionMem(
pc,IF_clk,
ins_Opcode,ins_func,ins_rs,ins_rt,ins_rd,ins_imm
    );
    input [31:0] pc;
    input IF_clk;
    output reg [5:0] ins_Opcode;
    output reg [5:0] ins_func;
    output reg [4:0] ins_rs;
    output reg [4:0] ins_rt;
    output reg [4:0] ins_rd;
    output reg [25:0] ins_imm;
    reg [31:0] memory[64:0];
    initial
    begin
      memory[0]=32'b000000_00111_00010_00010_00000_100000; 
      memory[1]=32'b000000_00010_00111_00100_00000_100011; 
      memory[2]=32'b000000_00000_00001_00010_00000_101011; 
      memory[3]=32'b001101_00011_00100_0010011111000001; 
      memory[4]=32'b101011_00101_00110_0000000000000111; 
      memory[5]=32'b100011_00101_00111_0000000000000111; 
      memory[6]=32'b000000_00111_00010_00011_00000_100000; 
      memory[7]=32'b000000_00011_00111_01000_00000_100010; 
      memory[8]=32'b000000_00100_00010_10000_00000_101010; 
      memory[9]=32'b000100_00001_00010_0000000000000001; 
      memory[11]=32'b000010_00000_00000_00000_00000_001101; 
      memory[13]=32'b001101_00100_10001_0010100101101100; 
      memory[14]=32'b101011_00011_10001_0000000000001000; 
      memory[15]=32'b000000_00011_00001_00010_00000_100000;  
      memory[16]=32'b001001_00111_10100_0000000000000001; 
      memory[17]=32'b000000_10100_00111_00110_00000_100010; 
      memory[18]=32'b000000_00110_00011_00110_00000_101011; 
      memory[19]=32'b101011_00011_10011_0000000000000000; 
      memory[20]=32'b000100_00011_00111_0000000000000010; 
      memory[21]=32'b100011_00001_11000_0000000000001010; 
      memory[22]=32'b001101_00100_00011_0000000001100010; 
      memory[23]=32'b001001_01110_01010_0000000000001000; 
      memory[24]=32'b000000_00111_00011_00010_00000_101010; 
      memory[25]=32'b000000_00011_01000_01001_00000_100010; 
      memory[26]=32'b101011_00001_11100_0000000000001000; 
      memory[27]=32'b000000_00001_00100_00000_00000_100000; 
      memory[28]=32'b000100_00111_00110_0000000000000001; 
      memory[29]=32'b001101_00101_10110_1101100110110101; 
      memory[30]=32'b000000_00100_00010_00011_00000_100000;  
      memory[31]=32'b000010_00000_00000_00000_00000_000000; 
    end
    always @(posedge IF_clk)
    begin
       ins_Opcode=memory[pc[31:2]][31:26];       
       ins_func=memory[pc[31:2]][5:0];
       ins_rs=memory[pc[31:2]][25:21];
       ins_rt=memory[pc[31:2]][20:16];
       ins_rd=memory[pc[31:2]][15:11];
       ins_imm=memory[pc[31:2]][25:0];
    end
endmodule
File: constraint.sdc
current_design InstructionMem

set clk_period 1.3
set clk_io_pct 0.2

create_clock -name clk0 -period $clk_period [get_ports {IF_clk}]

set non_clock_inputs [all_inputs -no_clocks]
set_input_delay [expr $clk_period * $clk_io_pct] -clock clk0 $non_clock_inputs
set_output_delay [expr $clk_period * $clk_io_pct] -clock clk0 [all_outputs]
File: run.sh
#!/bin/bash
# OpenROAD 26Q1-2900-gdf79404cd8, Yosys 0.63+post, stock flow scripts
make -C /OpenROAD-flow-scripts/flow DESIGN_CONFIG=/design/flow/config.mk WORK_HOME=/design/flow/orfs finish
==> run_summary.xml <==
<?xml version="1.0" encoding="UTF-8"?>
<metrics>
  <group name="detailed_routing">
    <metric name="firstDrtPassIters" unit="">4</metric>
    <metric name="finalWirelength" unit="um">6282</metric>
    <metric name="dr_total_vias" unit="">1959</metric>
    <metric name="vias_per_cell" unit="">4.383</metric>
    <metric name="wl_per_cell" unit="um">14.05</metric>
    <metric name="detail_route.antenna_diodes" unit="">0</metric>
    <metric name="drt_iter0_drc" unit="">114</metric>
    <metric name="remaining_drc_errors" unit="">0</metric>
    <metric name="final_antenna_net_count" unit="">0</metric>
  </group>
  <group name="cts">
    <metric name="cts_buffers" unit="">5</metric>
    <metric name="postCtsHoldBufs" unit="">0</metric>
    <metric name="root_buffer" unit="">sky130_fd_sc_hd__clkbuf_8</metric>
    <metric name="clockBufferDepth" unit="">2</metric>
    <metric name="cts_sinks" unit="">30</metric>
    <metric name="ctsHtreeMaxLevel" unit="">2</metric>
    <metric name="cts_tree" unit="">yes</metric>
    <metric name="cts.clk_slew.worst_paths" unit="ns">0.06</metric>
  </group>
  <group name="cells_and_area">
    <metric name="mi_logic_area" unit="sq um">1030</metric>
    <metric name="layout_cells_sized_above_1" unit="%">35.35</metric>
    <metric name="area_growth_syn_to_layout" unit="%">57.07</metric>
    <metric name="finalInstanceArea" unit="sq um">2989</metric>
    <metric name="layout_top_cells" unit="">54 x sky130_fd_sc_hd__dlygate4sd2_1, 49 x sky130_fd_sc_hd__buf_4, 26 x sky130_fd_sc_hd__dfxtp_2</metric>
    <metric name="post_layout_nonfiller_instances" unit="">447</metric>
    <metric name="layout.cells.most_common" unit="">sky130_fd_sc_hd__dlygate4sd2_1</metric>
    <metric name="fillCellCount" unit="">1004</metric>
    <metric name="layout.area.seq" unit="sq um">633.1</metric>
  </group>
  <group name="sta">
    <metric name="fin_tns_setup" unit="ns">0</metric>
    <metric name="fmax" unit="MHz">792.2</metric>
    <metric name="fin_crit_sh" unit="%">97.10</metric>
    <metric name="finalHoldViolCount" unit="">0</metric>
    <metric name="timing.final.setup_violations" unit="">0</metric>
    <metric name="finalCriticalPeriod" unit="ns">1.262</metric>
    <metric name="final-max-slew-violation-count" unit="">0</metric>
    <metric name="grt_setup_unrepaired" unit="">no</metric>
    <metric name="worst_slack" unit="ns">0.03770</metric>
  </group>
  <group name="critical_path">
    <metric name="critPathCaptureType" unit="">flip-flop</metric>
    <metric name="startpoint_type" unit="">primary input</metric>
    <metric name="critical_path.slowest_cell" unit="">sky130_fd_sc_hd__mux4_2</metric>
    <metric name="worstSetupPathType" unit="">primary input to flip-flop</metric>
    <metric name="cpPeakStageDelay" unit="ns">0.48</metric>
    <metric name="worstPathMaxFanout" unit="">7</metric>
    <metric name="cp.arrival" unit="ns">1.47</metric>
    <metric name="cp_cell_sequence" unit="">buf_4, buf_4, buf_4, ha_1, mux4_2, o21ai_1</metric>
    <metric name="worst_path_required" unit="ns">1.51</metric>
    <metric name="worst_path_most_repeated_cell" unit="">sky130_fd_sc_hd__buf_4</metric>
  </group>
  <group name="job">
    <metric name="max_capacitance_violation_count" unit="">0</metric>
    <metric name="tool_warnings" unit="">63</metric>
  </group>
  <group name="pwr">
    <metric name="cellPowerDensity" unit="nW/um^2">855.1</metric>
    <metric name="fin_total_pwr" unit="mW">2.556</metric>
    <metric name="total_leakage_power" unit="nW">1.397</metric>
    <metric name="vdd_ir_drop_max" unit="V">0.0003320</metric>
  </group>
  <group name="die">
    <metric name="fp.dieW" unit="um">119</metric>
    <metric name="design.portCount" unit="">86</metric>
    <metric name="placementRows" unit="">36</metric>
    <metric name="dieArea" unit="sq um">14160</metric>
    <metric name="core_area" unit="sq um">9639</metric>
    <metric name="initial_utilization" unit="%">19.74</metric>
    <metric name="die_height" unit="um">119</metric>
  </group>
  <group name="placed_design">
    <metric name="portBuffers" unit="">57</metric>
    <metric name="number_of_placed_cells_counting_well_taps" unit="">428</metric>
    <metric name="place_ws" unit="ns">-0.7158</metric>
    <metric name="placement.cell_area" unit="sq um">2774</metric>
    <metric name="place_hpwl" unit="um">4512</metric>
    <metric name="rd_place_congestion" unit="">0.8932</metric>
  </group>
  <group name="synthesis">
    <metric name="yosysWarningCount" unit="">1</metric>
    <metric name="async_reset_ff_share" unit="%">0</metric>
    <metric name="mappedNetlistArea" unit="sq um">1903</metric>
    <metric name="synth_flops" unit="">30</metric>
    <metric name="synthFlopType" unit="">sky130_fd_sc_hd__dfxtp_1</metric>
    <metric name="synth-edff-count" unit="">0</metric>
    <metric name="yosys-stat-cells" unit="">235</metric>
    <metric name="syn-instance-count" unit="">235</metric>
    <metric name="synthDistinctLibCells" unit="">44</metric>
    <metric name="postSynthSeqShare" unit="%">31.56</metric>
    <metric name="postSynthAreaPerCell" unit="sq um">8.098</metric>
    <metric name="yosysChipArea" unit="sq um">1903</metric>
  </group>
  <group name="global_route">
    <metric name="grt_antenna_before_repair" unit="">0</metric>
    <metric name="grt_pass1_wl" unit="um">10290</metric>
    <metric name="grt_max_degree" unit="">16</metric>
    <metric name="grt_pass1_vias" unit="">1968</metric>
    <metric name="grt_use_total" unit="%">8.704</metric>
    <metric name="total_global_routing_overflow" unit="">0</metric>
  </group>
  <group name="min_path">
    <metric name="hold_path_class" unit="">primary input to flip-flop</metric>
  </group>
  <group name="status">
    <metric name="outcome" unit="">complete, no violations</metric>
  </group>
</metrics>
[stage by stage]
step	utilization, %	hold WS, ns
5_1_grt	31.01	0.4675
4_1_cts	30.78	0.4815
2_1_floorplan	-	0.4831
6_report	31.01	0.4420
3_5_place_dp	28.78	0.9363
3_3_place_gp	28.78	0.9357
[layout make-up]
cell class,count,share of cell area [%]
Tap cell,133,5.567
Clock buffer,7,2.888
Clock inverter,1,0.1674
Multi-Input combinational cell,156,34.45
Sequential cell,30,21.18
Inverter,7,1.088
Timing Repair Buffer,113,34.66
[critical path, delay by kind of cell]
family	cells	cell delay (ns)
mux	1	0.48
compound gates	1	0.12
buf+inv	3	0.41
fa+ha+maj	1	0.19
[layer usage]
metal	share of wire (%)	GRT usage, %
met2	46	13.55
met3	11	3.261
met4	1.8	2.824
met5	0	0
met1	42	10.93
[cells in the mapped netlist (2+ instances only)]
library cell | n | area (sq um)
sky130_fd_sc_hd__buf_6 | 2 | 22.52
sky130_fd_sc_hd__clkbuf_1 | 2 | 7.510
sky130_fd_sc_hd__ha_1 | 12 | 150.1
sky130_fd_sc_hd__o21ai_0 | 22 | 110.1
sky130_fd_sc_hd__nor2_1 | 13 | 48.80
sky130_fd_sc_hd__o21a_1 | 2 | 15.01
sky130_fd_sc_hd__o21ai_1 | 11 | 55.05
sky130_fd_sc_hd__nand2b_1 | 9 | 56.30
sky130_fd_sc_hd__inv_1 | 4 | 15.01
sky130_fd_sc_hd__a2bb2oi_1 | 2 | 17.52
sky130_fd_sc_hd__nand3_1 | 4 | 20.02
sky130_fd_sc_hd__a21oi_1 | 11 | 55.05
sky130_fd_sc_hd__or2_1 | 2 | 12.51
sky130_fd_sc_hd__a311oi_1 | 2 | 17.52
sky130_fd_sc_hd__o22ai_1 | 6 | 37.54
sky130_fd_sc_hd__a31oi_1 | 2 | 12.51
sky130_fd_sc_hd__buf_4 | 27 | 202.7
sky130_fd_sc_hd__and3_1 | 2 | 12.51
sky130_fd_sc_hd__nand2_1 | 23 | 86.33
sky130_fd_sc_hd__o211ai_1 | 5 | 37.54
sky130_fd_sc_hd__buf_2 | 11 | 55.05
sky130_fd_sc_hd__dfxtp_1 | 30 | 600.6
sky130_fd_sc_hd__nor2b_1 | 4 | 25.02
sky130_fd_sc_hd__a22oi_1 | 2 | 15.01
sky130_fd_sc_hd__mux2i_1 | 4 | 40.04
sky130_fd_sc_hd__inv_2 | 2 | 7.510
sky130_fd_sc_hd__nor3_1 | 2 | 10.01
[cells by family after synthesis]
group                      after synthesis  share of synthesized area, %
xor gates and xnor gates                 1                        0.4603
AOI/OAI and AO/OA                       74                         24.20
buffers and inverters                   49                         16.50
DFF                                     30                         31.56
and+or+nand+nor                         62                         15.32
other                                    1                        0.1970
adders and majority gates               12                         7.889
muxes                                    6                         3.879
[registers in the layout (all words and copies together), names as in the netlist]
signal	flops
ins_rt	3
ins_rs	5
ins_Opcode	5
ins_imm	17
[path summary, 6_finish.rpt]
path  cells past startpoint  start            endpoint
max                       6  pc[3]   ins_rt[2]$_DFF_P_
min                       3  pc[4]  ins_imm[3]$_DFF_P_
[what timing repair did]
item | 4_1_cts | 5_1_grt
setup endpoints to repair | 82 | 17
gates resized | 94 | 10
setup buffers | 6 | 3
gates cloned | 2 | 0
endpoints found under the hold margin | 0 | 0
pin swaps | 2 | 2
[report_power, final]
part	internal, mW	total [mW]	switching, mW
logic	0.416	0.726	0.311
clock network	0.427	0.790	0.364
registers	1.01	1.04	0.0313
Power and IR drop assume default switching activity.
